### /design/flow/design.v
module debounce_switches(
input clk,
input rst,
input [17:0]SW, 
output reg [17:0] SW_db
);
wire [17:0]no;
DeBounce db0(clk, rst, SW[0], no[0]);
DeBounce db1(clk, rst, SW[1], no[1]);
DeBounce db2(clk, rst, SW[2], no[2]);
DeBounce db3(clk, rst, SW[3], no[3]);
DeBounce db4(clk, rst, SW[4], no[4]);
DeBounce db5(clk, rst, SW[5], no[5]);
DeBounce db6(clk, rst, SW[6], no[6]);
DeBounce db7(clk, rst, SW[7], no[7]);
DeBounce db10(clk, rst, SW[8], no[8]);
DeBounce db11(clk, rst, SW[9], no[9]);
DeBounce db12(clk, rst, SW[10], no[10]);
DeBounce db13(clk, rst, SW[11], no[11]);
DeBounce db14(clk, rst, SW[12], no[12]);
DeBounce db15(clk, rst, SW[13], no[13]);
DeBounce db16(clk, rst, SW[14], no[14]); 
DeBounce db17(clk, rst, SW[15], no[15]);
DeBounce db18(clk, rst, SW[16], no[16]);
DeBounce db19(clk, rst, SW[17], no[17]);
always @(*)
	SW_db = no;
endmodule
`timescale 1 ns / 100 ps
module  DeBounce 
	(
	input 			clk, n_reset, button_in,				 
	output reg 	DB_out													 
	);
	parameter N = 11 ;		 
	reg  [N-1 : 0]	q_reg;							 
	reg  [N-1 : 0]	q_next;
	reg DFF1, DFF2;									 
	wire q_add;											 
	wire q_reset;
	assign q_reset = (DFF1  ^ DFF2);		 
	assign  q_add = ~(q_reg[N-1]);			 
	always @ ( q_reset, q_add, q_reg)
		begin
			case( {q_reset , q_add})
				2'b00 :
						q_next <= q_reg;
				2'b01 :
						q_next <= q_reg + 1;
				default :
						q_next <= { N {1'b0} };
			endcase 	
		end
	always @ ( posedge clk )
		begin
			if(n_reset ==  1'b0)
				begin
					DFF1 <= 1'b0;
					DFF2 <= 1'b0;
					q_reg <= { N {1'b0} };
				end
			else
				begin
					DFF1 <= button_in;
					DFF2 <= DFF1;
					q_reg <= q_next;
				end
		end
	always @ ( posedge clk )
		begin
			if(q_reg[N-1] == 1'b1)
					DB_out <= DFF2;
			else
					DB_out <= DB_out;
		end
	endmodule
### /design/flow/run.sh
#!/bin/bash
# OpenROAD 26Q1-2900-gdf79404cd8, Yosys 0.63+post, stock flow scripts
make -C /OpenROAD-flow-scripts/flow DESIGN_CONFIG=/design/flow/config.mk WORK_HOME=/design/flow/orfs finish
### /design/flow/config.mk
export PLATFORM = sky130hd
export DESIGN_NAME = debounce_switches
export DESIGN_NICKNAME = debounce_switches
export VERILOG_FILES = /design/flow/design.v
export SDC_FILE = /design/flow/constraint.sdc
export NUM_CORES = 4
export LEC_CHECK = 1
export CORE_UTILIZATION = 30
### /design/flow/constraint.sdc
current_design debounce_switches

set clk_period 3.2
set clk_io_pct 0.2

create_clock -name clk0 -period $clk_period [get_ports {clk}]

set non_clock_inputs [all_inputs -no_clocks]
set_input_delay [expr $clk_period * $clk_io_pct] -clock clk0 $non_clock_inputs
set_output_delay [expr $clk_period * $clk_io_pct] -clock clk0 [all_outputs]
==> flow_metrics.env <==
# physical design summary
export IMPL_placedInstanceArea_mm2=0.0112
export IMPL_first_global_vias=6773
export IMPL_avgViaCountPerCell=4.79
export IMPL_core_area_mm2=0.0345
export IMPL_dr_total_vias=7518
export IMPL_path_max_fanout=1
export IMPL_detailedRoute_firstPassIterationCount=4
export IMPL_ys_area_mm2=0.0106
export IMPL_grt_max_degree=29
export IMPL_setup_viol=0
export IMPL_cp_required_ns=2.56
export IMPL_die_h_um=190
export IMPL_numClockSinks=252
export IMPL_drt_wl_total_mm=17.6
export IMPL_final_cells=1569
export IMPL_path_buffers=1
export IMPL_maxSlewHeadroom=0.674
export IMPL_syn_inst=1084
export IMPL_yosysUniqueCellTypes=33
export IMPL_ir_drop_mv=0.360
export IMPL_status="finished, final reports clean"
export IMPL_drv_slew=0
export IMPL_hold_viol_final=0
export IMPL_h_tree_depth=1
export IMPL_drc=0
export IMPL_path_cells="clkdlybuf4s50_1"
export IMPL_synth_main_ff_cell="dfxtp_1"
export IMPL_ys_cells=1084
export IMPL_die_area_mm2=0.0359
export IMPL_seq_area_mm2=0.00523
export IMPL_post_cts_buffers=0
export IMPL_maxCapViolations=0
export IMPL_hold_buffers=0
export IMPL_power_density_mw_per_mm2=538
export IMPL_end_kind="output pin"
export IMPL_cts_buffers=26
export IMPL_io_pin_count=38
export IMPL_cts_resized=0
export IMPL_grt_overflow_total=0
export IMPL_fp_util=0.305
export IMPL_netlist_area_mm2=0.0106
export IMPL_finalClockSkew_ns=0.00911
export IMPL_synth_avg_cell_area_um2=9.73
export IMPL_hp_class="reg -> reg"
export IMPL_async_reset_ff_frac=0
export IMPL_tool_warnings=25
export IMPL_dpl_cell_count=1524
export IMPL_clk_pin_slew_ns=0.06
export IMPL_clock_root_buffer="clkbuf_16"
export IMPL_timing_hold_ws_ns=0.449
export IMPL_power_leakage_nw=4.04
export IMPL_diodes=0
export IMPL_ant_nets=0
export IMPL_path_class="reg -> out"
export IMPL_area_delta_synth_final_pct=13.6
export IMPL_clock_latency_ns=0.52
export IMPL_ys_flops=252
export IMPL_drtIter0Drc=318
export IMPL_final_comb_area_mm2=0.00485
export IMPL_crit_family="buffers and inverters"
export IMPL_cp_arrival_ns=1.39
export IMPL_post_route_period_util=0.634
export IMPL_crit_path_start_kind="flip-flop"
export IMPL_antenna_found_initial=0
export IMPL_drive_gt1_frac=0.0530
export IMPL_numPortBuffers=37
export IMPL_tns_ns=0
export IMPL_slowest_delay_ns=0.52
export IMPL_fill_cells=3441
export IMPL_postLayoutCellArea_mm2=0.0120
export IMPL_critPathSlowestCell="clkdlybuf4s50_1"
export IMPL_grt_pass1_wl_mm=31.0
export IMPL_fmax_mhz=493
export IMPL_die_w_um=190
export IMPL_cts_tree="yes"
export IMPL_gr_usage_all_layers=0.102
export IMPL_place_gp_congestion=0.764
export IMPL_edf_count=18
export IMPL_period_needed_ns=2.03
export IMPL_num_rows=68
export IMPL_detail_route_wl_per_cell_um=11.2
export IMPL_place_hpwl_mm=11.1
export IMPL_grt_setup_unrepaired="false"
export IMPL_synth_seq_share=0.495
export IMPL_tightest_slew_ns=0.488
export IMPL_clk_path_buf_depth=3
export IMPL_yosysWarnings=2
## power breakdown
part / switching, mW / leakage (nW) / internal [mW] / total (mW)
Sequential: 0.0606 / 2.10 / 3.24 / 3.30
Combinational: 0.138 / 1.54 / 0.104 / 0.242
Clock: 1.20 / 0.403 / 1.70 / 2.90
## kinds of logic (layout without fill, tap and decap cells)
group	after synthesis	in the layout	share of synthesized area
flip-flops	252	252	0.495
AND/OR/NAND/NOR	411	411	0.237
AND-OR/OR-AND	208	208	0.113
adder cells (fa/ha/maj)	18	18	0.0213
buffers and inverters	92	122	0.0454
XOR/XNOR	82	82	0.0681
multiplexers	21	21	0.0199
## metal layers
metal / GRT usage / part of all wire / vias to the layer above
li1: - / - / 3930
met1: 0.159 / 0.52 / 3467
met2: 0.154 / 0.42 / 90
met3: 0.0149 / 0.036 / 31
met4: 0.0214 / 0.024 / 0
met5: 0 / 0 / -
## area by class of cell
class,instances,share of cell area
sequential,252,0.436
multi-input combinational,740,0.404
clock buffer,40,0.0664
tap,455,0.0475
timing repair buffer,39,0.0317
inverter,38,0.0119
clock inverter,5,0.00219
## final timing paths
check	cells after the start	slack, ns	end	start
worst min-delay path	0	0.45	db19.DB_out	db19.DFF2
worst max register to register	4	1.61	db1.q_reg[8]	db1.q_reg[0]
worst max-delay path	1	1.17	SW_db[6]	db6.DB_out
worst min register to register	0	0.45	db19.DB_out	db19.DFF2
## layout by cell type, fill, tap and decap left out, types with 10 or more instances in the layout
| master | Yosys | final |
|---|---|---|
| ha_1 | 18 | 18 |
| or4_1 | 54 | 54 |
| edfxtp_1 | 18 | 18 |
| dfxtp_1 | 234 | 234 |
| nand3_1 | 28 | 28 |
| nor2b_1 | 10 | 10 |
| a21oi_1 | 107 | 107 |
| nand3b_1 | 12 | 12 |
| nand4b_1 | 36 | 36 |
| nor2_1 | 84 | 84 |
| nand4_1 | 19 | 19 |
| o21ai_0 | 44 | 44 |
| nand2_1 | 60 | 60 |
| xor2_1 | 53 | 53 |
| xnor2_1 | 29 | 29 |
| inv_1 | 38 | 38 |
| o31ai_1 | 51 | 51 |
| clkbuf_16 | 0 | 28 |
| mux2i_1 | 21 | 21 |
| or3_1 | 45 | 45 |
| and2_1 | 36 | 36 |
| clkdlybuf4s50_1 | 0 | 36 |
## Yosys cell counts, types with 8 or more instances
cell type | count | area share
ha_1 | 18 | 0.021
xnor2_1 | 29 | 0.024
xor2_1 | 53 | 0.044
nor2_1 | 84 | 0.030
or3_2 | 8 | 0.0057
nand2_1 | 60 | 0.021
buf_6 | 8 | 0.0085
dfxtp_1 | 234 | 0.44
nand3b_1 | 12 | 0.0085
or3_1 | 45 | 0.027
nand3_1 | 28 | 0.013
or4_1 | 54 | 0.038
clkbuf_1 | 23 | 0.0082
inv_1 | 38 | 0.014
and2_1 | 36 | 0.021
a21oi_1 | 107 | 0.051
buf_4 | 18 | 0.013
nand4b_1 | 36 | 0.030
nand4_1 | 19 | 0.011
o31ai_1 | 51 | 0.036
mux2i_1 | 21 | 0.020
nor2b_1 | 10 | 0.0059
o21ai_0 | 44 | 0.021
edfxtp_1 | 18 | 0.051
## stage by stage
step / setup WS (ns) / util / total power, mW
after floorplan: 1.80 / - / 3.54
after global placement: 1.22 / 0.323 / 3.61
after detailed placement: 1.18 / 0.323 / 3.61
after CTS: 1.13 / 0.347 / 6.55
after global routing: 1.10 / 0.347 / 6.72
final: 1.17 / 0.347 / 6.44
Power and IR drop assume default switching activity.
